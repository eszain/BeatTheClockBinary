==> design/flow/run.sh <==
#!/bin/bash
# OpenROAD 26Q1-2900-gdf79404cd8, Yosys 0.63+post, stock flow scripts
make -C /OpenROAD-flow-scripts/flow DESIGN_CONFIG=/design/flow/config.mk WORK_HOME=/design/flow/orfs finish
==> design/flow/config.mk <==
export PLATFORM = sky130hd
export DESIGN_NAME = BeatTheClockBinary
export DESIGN_NICKNAME = BeatTheClockBinary
export VERILOG_FILES = /design/flow/design.v
export SDC_FILE = /design/flow/constraint.sdc
export NUM_CORES = 4
export LEC_CHECK = 1
export CORE_UTILIZATION = 30
==> design/flow/constraint.sdc <==
current_design BeatTheClockBinary

set clk_period 3.2
set clk_io_pct 0.2

create_clock -name clk0 -period $clk_period [get_ports {clk}]

set non_clock_inputs [all_inputs -no_clocks]
set_input_delay [expr $clk_period * $clk_io_pct] -clock clk0 $non_clock_inputs
set_output_delay [expr $clk_period * $clk_io_pct] -clock clk0 [all_outputs]
==> design/flow/design.v <==
module BeatTheClockBinary(
    input clk,                 
    input button_reset,        
    input [4:0] in1,           
	 input [4:0] in2,           
    output [6:0] HEX0,         
    output [6:0] HEX1,         
    output [6:0] HEX4,         
    output [6:0] HEX5,         
    output [6:0] HEX2,         
    output [6:0] HEX3          
);
    reg [4:0] counter1 = 5'd30;   
    reg [4:0] counter2 = 5'd30;   
    reg active_timer = 0;         
    wire clk_1hz;                 
    reg button_reset_prev;        
    wire [4:0] new_counter1, new_counter2;   
    wire cout1, cout2;                       
    wire [4:0] random_value;     
    reg [4:0] displayed_random;  
    reg game_over = 0;           
    reg winner = 0;              
    RandomGenerator rng (.clk(clk), .random_number(random_value));
    clk_div cd (.clk_in(clk), .clk_out(clk_1hz));
    Subtractor5Bit subtractor1 (.val1(counter1), .val2(5'd1), .finalSub(new_counter1), .coutSub(cout1));
    Subtractor5Bit subtractor2 (.val1(counter2), .val2(5'd1), .finalSub(new_counter2), .coutSub(cout2));
    wire reset_edge = button_reset && !button_reset_prev;
    always @(posedge clk) begin
        button_reset_prev <= button_reset;
    end
    always @(posedge clk) begin
        if (reset_edge || (in1 == displayed_random) || (in2 == displayed_random)) begin
            displayed_random <= random_value;
        end
    end
    always @(posedge clk) begin
        if (!game_over && ((in1 == displayed_random) || (in2 == displayed_random))) begin
            active_timer <= ~active_timer;   
        end
    end
    always @(posedge clk_1hz or posedge reset_edge) begin
        if (reset_edge) begin
            counter1 <= 5'd30;
            counter2 <= 5'd30;
            game_over <= 0;
            winner <= 0;
        end else if (!game_over) begin
            if (!active_timer && counter1 > 0) begin
                counter1 <= new_counter1;
            end else if (active_timer && counter2 > 0) begin
                counter2 <= new_counter2;
            end
            if (counter1 == 0) begin
                game_over <= 1;   
                winner <= 1;
            end else if (counter2 == 0) begin
                game_over <= 1;   
                winner <= 0;
            end
        end
    end
    wire [6:0] hex_default = 7'b1111111;  
    wire [3:0] display_winner = (winner) ? 4'd1 : 4'd2;  
    show u1 (.in((game_over) ? display_winner : (counter1 % 10)), .out(HEX0));    
    show u2 (.in((game_over) ? hex_default : (counter1 / 10)), .out(HEX1));    
    show u3 (.in((game_over) ? hex_default : (counter2 % 10)), .out(HEX4));    
    show u4 (.in((game_over) ? hex_default : (counter2 / 10)), .out(HEX5));    
    show u5 (.in((game_over) ? hex_default : (displayed_random % 10)), .out(HEX2));   
    show u6 (.in((game_over) ? hex_default : (displayed_random / 10)), .out(HEX3));   
endmodule
module RandomGenerator(
    input clk,                
    output reg [4:0] random_number   
);
    wire feedback;   
    assign feedback = random_number[4] ^ random_number[2];   
    initial begin
        random_number = 5'b10101;   
    end
    always @(posedge clk) begin
        random_number <= {random_number[3:0], feedback};
    end
endmodule
module Subtractor5Bit(
    input [4:0] val1,           
    input [4:0] val2,           
    output [4:0] finalSub,      
    output coutSub              
);
    wire [4:0] resultSub, nresultSub, twosComplementVal2;
    wire complementCout;
    wire carryA, carryB, carryC, carryD;
    adder addOne1(.a(~val2[0]), .b(1), .cin(0), .r(twosComplementVal2[0]), .co(carryA));
    adder addOne2(.a(~val2[1]), .b(0), .cin(carryA), .r(twosComplementVal2[1]), .co(carryB));
    adder addOne3(.a(~val2[2]), .b(0), .cin(carryB), .r(twosComplementVal2[2]), .co(carryC));
    adder addOne4(.a(~val2[3]), .b(0), .cin(carryC), .r(twosComplementVal2[3]), .co(carryD));
    adder addOne5(.a(~val2[4]), .b(0), .cin(carryD), .r(twosComplementVal2[4]), .co(complementCout));
    wire carry4, carry5, carry6, carry7;
    adder addFinal1(.a(twosComplementVal2[0]), .b(val1[0]), .cin(0),     .r(resultSub[0]), .co(carry4));
    adder addFinal2(.a(twosComplementVal2[1]), .b(val1[1]), .cin(carry4), .r(resultSub[1]), .co(carry5));
    adder addFinal3(.a(twosComplementVal2[2]), .b(val1[2]), .cin(carry5), .r(resultSub[2]), .co(carry6));
    adder addFinal4(.a(twosComplementVal2[3]), .b(val1[3]), .cin(carry6), .r(resultSub[3]), .co(carry7));
    adder addFinal5(.a(twosComplementVal2[4]), .b(val1[4]), .cin(carry7), .r(resultSub[4]), .co(coutSub));
    wire carryE, carryF, carryG, carryH;
    adder addOne6(.a(~resultSub[0]), .b(1), .cin(0),     .r(nresultSub[0]), .co(carryE));
    adder addOne7(.a(~resultSub[1]), .b(0), .cin(carryE), .r(nresultSub[1]), .co(carryF));
    adder addOne8(.a(~resultSub[2]), .b(0), .cin(carryF), .r(nresultSub[2]), .co(carryG));
    adder addOne9(.a(~resultSub[3]), .b(0), .cin(carryG), .r(nresultSub[3]), .co(carryH));
    adder addOne10(.a(~resultSub[4]), .b(0), .cin(carryH), .r(nresultSub[4]), .co());
    assign finalSub = (coutSub == 1) ? resultSub : nresultSub;
endmodule
module adder(a, b, cin, r, co);
	input a, b, cin;
	output r, co;
	assign r = (cin & ~a & ~b) + (~cin & ~a & b) + (cin & a & b) + (~cin & a & ~b);
	assign co = (cin & b) + (cin & a) + (a & b);
endmodule
module clk_div(
    input clk_in,           
    output reg clk_out      
);
    reg [25:0] counter;     
    initial begin
        counter = 0;
        clk_out = 0;
    end
    always @(posedge clk_in) begin
        if (counter == 25_000_000) begin
            clk_out <= ~clk_out;    
            counter <= 0;           
        end else begin
            counter <= counter + 1;
        end
    end
endmodule
module show(
    input [6:0] in,    
    output reg [6:0] out   
);
    always @(*) begin
        if (in == 7'b1111111) begin
            out = 7'b1111111;   
        end else begin
            out[0] = (~in[3] & ~in[2] & ~in[1] & in[0]) + (in[3] & in[2] & ~in[1] & in[0]) + (in[3] & ~in[2] & in[1] & in[0]) + (~in[3] & in[2] & ~in[1] & ~in[0]);
            out[1] = (in[3] & in[2] & in[1] & in[0]) + (in[3] & in[2] & ~in[1] & ~in[0]) + (in[3] & in[2] & in[1] & ~in[0]) + (~in[3] & in[2] & ~in[1] & in[0]) + (in[3] & ~in[2] & in[1] & in[0]) + (~in[3] & in[2] & in[1] & ~in[0]);
            out[2] = (in[3] & in[2] & in[1] & in[0]) + (in[3] & in[2] & ~in[1] & ~in[0]) + (in[3] & in[2] & in[1] & ~in[0]) + (~in[3] & ~in[2] & in[1] & ~in[0]);
            out[3] = (~in[3] & ~in[2] & ~in[1] & in[0]) + (~in[3] & in[2] & in[1] & in[0]) + (in[3] & in[2] & in[1] & in[0]) + (in[3] & ~in[2] & in[1] & ~in[0]) + (~in[3] & in[2] & ~in[1] & ~in[0]);
            out[4] = (~in[3] & ~in[2] & ~in[1] & in[0]) + (~in[3] & in[2] & in[1] & in[0]) + (~in[3] & in[2] & ~in[1] & in[0]) + (~in[3] & in[2] & ~in[1] & ~in[0]) + (~in[3] & ~in[2] & in[1] & in[0]) + (in[3] & ~in[2] & ~in[1] & in[0]);
            out[5] = (~in[3] & ~in[2] & ~in[1] & in[0]) + (~in[3] & ~in[2] & in[1] & in[0]) + (~in[3] & in[2] & in[1] & in[0]) + (in[3] & in[2] & ~in[1] & in[0]) + (~in[3] & ~in[2] & in[1] & ~in[0]);
            out[6] = (~in[3] & ~in[2] & ~in[1]) + (~in[3] & in[2] & in[1] & in[0]) + (in[3] & in[2] & ~in[1] & ~in[0]);
        end
    end
endmodule
==> deck_impl_summary.md <==
Synthesis and Place & Route Summary

Synthesis
  – Most frequent cell after synthesis: nand2_1
  – Yosys stat chip area: 4182 sq um
  – Seq share, synth: 0.2777
  – Number of flops mapped to enable cells by yosys: 7
  – Distinct cell type count of the synthesized netlist: approximately 70
  – Yosys cell count: 526
  – Warnings from Yosys: 23
  – Mean Syn Cell Area: 7.950 sq um
  – Flops after synth: 51
  – Mapped Cells: 526
  – Top post-synthesis cells by area: dfxtp_1 (15%), ha_1 (9.3%), xnor2_1 (5.2%)
  – Area share, top type: 0.1532
  – Mapped Area: between 4000 and 5000 sq um
  – Asr flop ratio synth: 0.2353
  – Post-synth top area cell: dfxtp_1
  – Commonest cells post-synth: nand2_1 (53), nor2_1 (46), o21ai_0 (42)
  – Main flop type: dfxtp_1

Setup path
  – Delay of the slowest critical-path stage: around 0.44 ns
  – Crit-path leading delay family: buffers and inverters
  – Crit path DAT: ~2.5 ns
  – Startpoint types: register
  – Kind of critical path: register to output pin
  – Slowest CP cell: clkdlybuf4s50_1
  – Cell mode on critical path: ha_2
  – CP Max Fanout: 4
  – CP cell instances: inv_2 -> ha_2 -> nor3b_4 -> nor2_2 -> o21ai_4 -> nor2_4 -> o21ai_2 -> nand3_1 -> ha_2 -> inv_1 -> clkdlybuf4s50_1
  – CP Buf/Inv Count: 3
  – CP Capture Type: output pin
  – Worst Path Required: 2.56 ns

Floorplanning
  – Chip area: 14410 sq um
  – Die Width: 120.1 um
  – # IOs: 54
  – Die H: about 120 um
  – Area of the core: 13400 sq um
  – Cell Rows: 42
  – Fp util: 0.3120

Min path
  – Min-Delay Path Class: register to register

Clock network
  – Root buffer cell: clkbuf_16
  – CTS clock-pin slew for the worst setup and hold paths: 0.05 ns
  – Inserted Clock Buffers: 5
  – Clk Latency, worst-skew pair: ~0.28 ns
  – H-tree levels: 2
  – Clk buf depth: 2
  – TritonCTS clock tree: yes

Route
  – Detailed Routing Iterations Pass 1: 5
  – M1 WL: 4784 um
  – Via count: 3947
  – DR WL met3: 423 um
  – WL/cell: 12.44 um
  – Detail Route Antenna Nets: 0
  – Max layer used: met4
  – Ant. Diodes: 0
  – Via/cell ratio: 5.073
  – Met2 wire length: ~4400 um
  – Drc violations: 0
  – Drt total wl: 9678 um
  – DRT iter0 DRCs: 251

Final timing
  – Crit share post-route: 0.9929
  – F_max: 314.7 MHz
  – Final hold vios: 0
  – Worst slew margin: 0.4862
  – Register pins left without a clock: 12
  – Final setup fails: 0
  – Clock skew: between 0.004 and 0.005 ns
  – RSZ-0062 raised after global routing: true
  – Final hold slack: 0.3516 ns
  – Worst-Margin Slew: approximately 0.76 ns
  – Endpoints left unconstrained: 41
  – Fin crit period: 3.177 ns
  – Fin. max-slew vios: 0
  – Final WS setup: ~0.023 ns

Global route
  – Largest net degree at the start of global routing: 23
  – Initial antenna violation count: 0
  – First-pass GRT wire length: about 16000 um
  – Gr usage total: 0.1371
  – GRT overflow: 0
  – Vias in the first global route: 3506

Placement
  – Total placed instance area: 5010 sq um
  – Placed insts: 753
  – Pre-CTS WS: -0.04766 ns
  – Number of port buffers: 53
  – GP Congestion: 0.8661
  – Post-DP HPWL: 7057 um

Run status
  – Status: completed

Run
  – Max cap viols: 0
  – Tool warning count: 40

Cells and area
  – Area grow syn2layout: 29.65%
  – Filler-free cell count of the finished design: 778
  – Finished Cell Area: between 5000 and 6000 sq um
  – Layout cell share with drive strength beyond 1: 0.1794

Power and ir drop
  – Peak supply drop: 0.2667 mV
  – Power Density: 220.5 nW/um^2
  – Power Total: 1.196 mW
  – Leak: 2.139 nW
-- logic make-up (layout without fill, tap and decap cells) --
family / Yosys count / after routing / synth area share
buffers and inverters: 57 / 133 / 0.05296
muxes: 7 / 7 / 0.01825
xor gates and xnor gates: 44 / 44 / 0.09216
DFF: 51 / 51 / 0.2777
and+or+nand+nor: 206 / 206 / 0.2508
AOI/OAI and AO/OA: 129 / 129 / 0.2130
adders and majority gates: 32 / 32 / 0.09515
-- per-stage QoR --
stage	setup TNS (ns)	utilization
after floorplan	0	-
after global placement	-0.002187	0.3739
after detailed placement	-0.06268	0.3739
after CTS	-0.06149	0.3965
after global routing	-0.1905	0.4046
final	0	0.4046
-- final cells by class --
type | instances | area (sq um)
inverters | 32 | 120.1
fillers | 1274 | 7979
flip-flops and latches | 51 | 1161
repair buffers | 93 | 838.3
multi-input cells | 418 | 2932
clock buffers | 6 | 138.9
clock inverters | 2 | 11.26
well taps | 176 | 220.2
-- cell usage in the layout, fill, tap and decap left out, types with 6 or more instances in the layout --
cell type        netlist  layout
ha_1                  31      27
xor2_1                19      19
o21ai_1                4       7
clkdlybuf4s50_1        0      44
dfxtp_1               32      32
nor2_1                46      41
and3_1                10      10
nand3_1               25      24
nor2b_1                9       9
nand2b_1              13      13
or3_1                  6       6
a21oi_1               26      25
buf_4                  0      38
a31oi_1                6       6
o21ai_0               42      37
and2_1                 6       6
edfxtp_1               7       7
inv_1                 29      26
nand2_1               53      50
dfstp_2                8       8
xnor2_1               25      25
nor3_1                14      13
-- power by group --
part | internal [mW] | leakage (nW) | switching, mW
registers | 0.505 | 0.451 | 0.00394
logic | 0.101 | 1.62 | 0.0978
clock network | 0.307 | 0.0705 | 0.181
total | 0.913 | 2.14 | 0.283
-- per-layer routing --
| metal | vias up | GRT usage |
|---|---|---|
| li1 | 2017 | - |
| met5 | - | 0 |
| met4 | 0 | 0.01406 |
| met1 | 1810 | 0.2127 |
| met2 | 109 | 0.2166 |
| met3 | 11 | 0.01165 |
-- flip-flops by register name (all words and copies together) (netlist names), 5 cells and up --
register and count:
cd.counter 26, displayed_random 5, counter2 5, counter1 5
rng.random_number 5
-- timing repair --
item                                    CTS  global route
gates resized                            33            22
endpoints found under the setup margin   12             8
hold buffers                              0             0
pin swaps                                14            11
endpoints found under the hold margin     0             0
setup buffers                            12             7
-- path summary, 6_finish.rpt --
path | depth (start not counted) | startpoint | endpoint | slack (ns)
min | 0 | rng.random_number[1] | rng.random_number[2] | 0.35
min reg2reg | 0 | rng.random_number[1] | rng.random_number[2] | 0.35
max reg2reg | 6 | cd.counter[0] | cd.clk_out | 1.02
max | 11 | displayed_random[3] | HEX3[3] | 0.02
No activity file was given, so power comes from the tool's default toggle rates.
